==> /design/flow/config.mk <==
export PLATFORM = sky130hd
export DESIGN_NAME = as
export DESIGN_NICKNAME = as
export VERILOG_FILES = /design/flow/design.v
export SDC_FILE = /design/flow/constraint.sdc
export NUM_CORES = 4
export LEC_CHECK = 1
export CORE_UTILIZATION = 30
export SYNTH_HDL_FRONTEND = slang
==> /design/flow/constraint.sdc <==
current_design as

set clk_period 3.4
set clk_io_pct 0.2

create_clock -name clk0 -period $clk_period [get_ports {clk}]

set non_clock_inputs [all_inputs -no_clocks]
set_input_delay [expr $clk_period * $clk_io_pct] -clock clk0 $non_clock_inputs
set_output_delay [expr $clk_period * $clk_io_pct] -clock clk0 [all_outputs]
==> /design/flow/design.v <==
`timescale 1ns / 1ps
module as(
    input logic [2:0] sel,
    input logic clk,
    input logic reset, 
    input logic write,
    input logic [3:0] num,
    output logic [7:0] anode,
    output logic [6:0] cathodes
);
    logic [3:0] memory [8];
    logic [2:0] newselection;
    logic [16:0] flip1, count1;
    logic [2:0] flip2, count2;
    always_ff @(posedge clk) begin
        if (reset)
            flip1 <= 0;
        else
            flip1 <= count1;
    end
    always_comb begin
        if (flip1 == 17'b11111111111111111)
            count1 = 0;
        else
            count1 = flip1 + 1'b1;
    end
    always_ff @(posedge flip1[16], posedge write) begin
        if (write)
            flip2 <= 0;
        else
            flip2 <= count2;
    end
    always_comb begin
        if (flip2 == 3'b111)
            count2 = 0;
        else
            count2 = flip2 + 1'b1;
    end
    always_ff @(posedge clk) begin
        if (reset)
            memory <= {0,0,0,0,0,0,0,0};
        else if (write)
            memory[sel] <= num;
    end
    always_comb begin
        if (write)
            newselection = sel;
        else
            newselection = flip2;
    end
    always_comb begin
        case(newselection)
            3'b000 : anode = 8'b11111110;
            3'b001 : anode = 8'b11111101;
            3'b010 : anode = 8'b11111011;
            3'b011 : anode = 8'b11110111;
            3'b100 : anode = 8'b11101111;
            3'b101 : anode = 8'b11011111;
            3'b110 : anode = 8'b10111111;
            3'b111 : anode = 8'b01111111;
        endcase
    end
    always_comb begin
        case(memory[newselection])
            4'b0000 : cathodes = 7'b0000001;
            4'b0001 : cathodes = 7'b1001111;
            4'b0010 : cathodes = 7'b0010010;
            4'b0011 : cathodes = 7'b0000110;
            4'b0100 : cathodes = 7'b1001100;
            4'b0101 : cathodes = 7'b0100100;
            4'b0110 : cathodes = 7'b0100000;
            4'b0111 : cathodes = 7'b0001111;
            4'b1000 : cathodes = 7'b0000000;
            4'b1001 : cathodes = 7'b0000100;
            4'b1010 : cathodes = 7'b0001000;
            4'b1011 : cathodes = 7'b1100000;
            4'b1100 : cathodes = 7'b0110001;
            4'b1101 : cathodes = 7'b1000010;
            4'b1110 : cathodes = 7'b0110000;
            4'b1111 : cathodes = 7'b0111000;
        endcase
    end
endmodule
==> /design/flow/run.sh <==
#!/bin/bash
# OpenROAD 26Q1-2900-gdf79404cd8, Yosys 0.63+post, stock flow scripts
make -C /OpenROAD-flow-scripts/flow DESIGN_CONFIG=/design/flow/config.mk WORK_HOME=/design/flow/orfs finish
==> out/results.ini <==
[cts]
clkSlewWorstSetupHoldPaths_ns = 0.08
cts_hold_buffers = 0
numCtsBuffers = 5
h-tree-depth = 2
clkLatencyLatePin_ns = 0.30
root_buffer = clkbuf_8
clk_path_buf_depth = 2
cts_tree = built

[placement]
gp_congestion = 0.834
io_buffers = 24
postPlaceCellArea_sq_mm = 0.00336
dp_hpwl_mm = 4.45

[floorplanning]
initCoreUtil_pct = 30.7
io_pins = 25
core_area_sq_mm = 0.00920
num_rows = 35
die_h_um = 99.0
chipArea_sq_mm = 0.00980
die_x_um = 99.0

[routing]
vias_per_cell = 4.68
diodes = 0
drtAntennaViolNets = 0
drcViolationCount = 0
drt-total-wl_mm = 5.99
drt_first_pass_iters = 4
wl_per_cell_um = 12.7
drt-initial-drc-count = 67
route.vias.total = 2199

[logic_synthesis]
largest_area_cell = dfxtp_1
area_leaders = dfxtp_1 35%, mux2i_1 16%, nor2_1 7.7%
ys_ff = 52
synth_area_sq_mm = 0.00282
synth_cells = 302
top_area_share_pct = 34.8
yosysSeqAreaShare_pct = 37.4
synth_cell_types = 50
ys_top_cells_by_count = 58 x nor2_1, 49 x dfxtp_1, 46 x mux2i_1, 17 x nand2_1, 14 x inv_1
yosysWarnings = 0
syn_area_per_cell_sq_um = 9.34
async_reset_ff_share_pct = 5.77
synth-edff-count = 0
ys_area_sq_mm = 0.00282
flop_cell = dfxtp_1
yosysCellCount = 302
top_cell = nor2_1

[setup_path]
rrSetupSlack_ns = 1.25
start_kind = input pin
worst_ep_required_time_ns = 2.72
cp_num_buf_inv = 5
slowest_stage = clkdlybuf4s50_1
path_depth = 10
r2r_cells = 8
cp_cell_sequence = buf_6 -> buf_6 -> mux2i_4 -> buf_4 -> a221o_1 -> o22ai_4 -> inv_2 -> ha_4 -> o31ai_2 -> clkdlybuf4s50_1
startpoint = write
cp_top_family = buffers and inverters
path_max_fanout = 5
worstSetupPathType = in2out
worstPathArrival_ns = 2.77
crit_top_cell = buf_6
cp-endpoint = cathodes[4]
reg2reg_to = flip1[7]
r2r-start = flip1[7]
cp-end-kind = output port
max_stage_delay_ns = 0.48

[outcome]
failed_checks = setup timing
status = finished with violations

[layout]
area_delta_synth_final_pct = 29.5
final_cell_area_sq_mm = 0.00365
regArea_sq_mm = 0.00106
fin_util_pct = 39.7
fillers = 885
layout-drive-gt1-share_pct = 27.6
comb_area_sq_mm = 0.00171

[sta]
slew_headroom_pct = 60.2
untimed_endpoints = 3
tns_ns = -0.0786
grt_setup_unrepaired = true
hold_viol_final = 0
setup_violations = 3
fin_ws_ns = -0.0480
tightest_slew_ns = 0.594
timing.hold.ws_ns = 0.467
unclocked_regs = 3
maxSlewViolCount = 0
min_period_over_period_pct = 101
finClkSkew_ns = 0.0109
fin_crit_ns = 3.45
fmax_mhz = 290

[power_and_ir_drop]
power.leakage_uw = 0.00159
total_power_uw = 1190
p_int_uw = 885
p_clk_share_pct = 29.4
switching_share_pct = 25.5
combinationalPowerShare_pct = 20.8
p_switching_uw = 303
irDropWorstVdd_mv = 0.218
power_density_mw_per_mm2 = 325
p_seq_share_pct = 49.8

[run]
warning_count = 31
maxCapViolations = 0

[grt]
grt_pass1_vias = 2119
grt_pass1_wl_mm = 10.2
overflow = 0
grt.total_usage_pct = 13.2
grt_max_degree = 34
antenna_found_initial = 0

[hold_path]
min_path_type = reg2reg

registers in the layout, indices dropped and copies added, names as in the netlist:
register,cells
memory,32
flip1,17
flip2,3
per-layer routing:
| layer | global-route usage [%] | wire (um) | vias up | part of all wire (%) |
|---|---|---|---|---|
| li1 | - | - | 1145 | - |
| met1 | 19.3 | 2990 | 1001 | 50 |
| met2 | 20.9 | 2650 | 43 | 44 |
| met3 | 1.73 | 179 | 10 | 3.0 |
| met4 | 3.33 | 176 | 0 | 2.9 |
| met5 | 0 | 0 | - | 0 |
per-stage QoR:
stage | std cells | worst slack (ns)
2_1_floorplan | 302 | 0.255
3_3_place_gp | 453 | -0.621
3_5_place_dp | 453 | -0.638
4_1_cts | 469 | -0.0233
5_1_grt | 470 | -0.170
6_report | 470 | -0.0480
area by class of cell:
cell class	instances	share of cell area [%]
sequential	52	28.9
timing repair buffer	68	16.5
multi-input combinational	217	46.7
inverter	14	1.44
tap	111	3.80
clock buffer	6	2.26
clock inverter	2	0.377
repair_timing:
action                                  in CTS  in global routing
gates cloned                                 1                  0
resized                                     52                 10
pin swaps                                   12                  8
setup buffers                                7                  1
endpoints found under the setup margin       7                  6
cell usage in the layout (no fill, tap or decap), drive strengths merged, types with 2 or more instances in the layout:
cell           count
dlygate4sd2        2
dfxtp             49
ha                10
o31ai              3
clkdlybuf4s15      2
inv               14
clkinv             2
nand3             13
dfrtp              3
mux2i             48
nor2b              2
o21ai              4
a221oi             2
clkdlybuf4s50     16
o22ai              3
nor3               4
and3               6
nand4b             2
nor3b              6
xor2               9
a21o               2
nor2              59
a31o               2
a221o              2
a211oi             2
xnor2              6
clkbuf             7
buf               47
nand2             17
a21oi              3
how the worst min path moves through the flow:
stage | startpoint | end | slack [ns] | depth (start not counted)
final | flip1[0] | flip1[0] | 0.47 | 1
after global routing | flip1[0] | flip1[0] | 0.50 | 1
after CTS | flip1[0] | flip1[0] | 0.48 | 1
power by group through the flow:
stage	registers (uW)	clock network, uW	logic, uW
finish	592	349	248
global route	594	390	272
CTS	592	362	241
cells by family (layout without fill, tap and decap cells):
family                     after synthesis  count (layout)  synth area share, %
and+or+nand+nor                        114             114                 19.1
DFF                                     52              52                 37.4
muxes                                   49              49                 18.1
buffers and inverters                   33              90                 5.81
AOI/OAI and AO/OA                       29              29                 10.5
xor gates and xnor gates                15              15                 4.66
adders and majority gates               10              10                 4.43
No activity file was given, so power comes from the tool's default toggle rates.
