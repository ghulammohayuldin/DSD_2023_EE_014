## design/flow/design.v

```verilog
module exp5(
  input logic a,b,c,d,s1,s2,s3,
  output logic A,B,C,D,E,F,G,
  output logic A0,A1,A2,A3,A4,A5,A6,A7
    );
assign A =  ((~a) & (b) & (~c) & (~d)) | ((a) & (b) & (~c) & (d)) | ((a) & (~b) & (c) & (d))|((~a) & (~b) & (~c) & (d)) ;
assign B =   ((a) & (c) & (d)) |((b) & (c) & (~d))| ((~a) & (b) & (~c) & (d)) | ((a) & (b) & (~d)) ;
assign C = ((~a) & (~b) & (c) & (~d)) | ((a) & (b) & (c)) | ((a) & (b) & (~d));
assign D = ((~a) & (~b) & (~c) & (d)) | ((~a) & (b) & (~c) & (~d)) | ((b) & (c) & (d)) | ((a) & (~b) & (c) & (~d));
assign E =   ((~b) & (~c) & (d)) | ((~a) & (d))|((~a) & (b) & (~c));
assign F = ((~a) & (~b) & (d)) | ((~a) & (c) & (d)) | ((~a) & (~b) & (c))|((a)&(b)&(~c)&(d));
assign G = ((~a) & (~b) & (~c)) | ((a) & (b) & (~c) & (~d)) | ((~a) & (b) & (c) & (d));
assign A0 = (s3 | s2 | s1);
assign A1 = (s3 | s2 | ~s1);
assign A2 = (s3 | ~s2 | s1);
assign A3 = (s3 | ~s2 | ~s1);
assign A4 = (~s3 | s2 | s1);
assign A5 = (~s3 | s2 | ~s1);
assign A6 = (~s3 | ~s2 | s1);
assign A7 = (~s3 | ~s2 | ~s1);
endmodule
```

## design/flow/run.sh

```bash
#!/bin/bash
# OpenROAD 26Q1-2900-gdf79404cd8, Yosys 0.63+post, stock flow scripts
make -C /OpenROAD-flow-scripts/flow DESIGN_CONFIG=/design/flow/config.mk WORK_HOME=/design/flow/orfs finish
```

## design/flow/constraint.sdc

```tcl
current_design exp5

set clk_period 1.4
set clk_io_pct 0.2

create_clock -name clk0 -period $clk_period

set non_clock_inputs [all_inputs -no_clocks]
set_input_delay [expr $clk_period * $clk_io_pct] -clock clk0 $non_clock_inputs
set_output_delay [expr $clk_period * $clk_io_pct] -clock clk0 [all_outputs]
```

## design/flow/config.mk

```make
export PLATFORM = sky130hd
export DESIGN_NAME = exp5
export DESIGN_NICKNAME = exp5
export VERILOG_FILES = /design/flow/design.v
export SDC_FILE = /design/flow/constraint.sdc
export NUM_CORES = 4
export LEC_CHECK = 1
export CORE_AREA = 10 10 70 70
export DIE_AREA = 0 0 80 80
export SYNTH_HDL_FRONTEND = slang
```

==> impl_metrics.ini <==
; physical design summary
[sta]
period_used_pct = 96.2
maxSlewViolCount = 0
post-route-min-period_ps = 1350
tns_ps = 0
rsz0062_at_grt = no
max_freq_mhz = 742
slew_headroom_pct = 87.2
setup_viol = 0
fin_ws_ps = 53.1
tightest_slew_ps = 192
whs_ps = 950
hold_violations = 0

[cells_and_area]
fillers = 387
stdcell_count = 124
utilization_pct = 19.8
flops = 0
syn2layout_area_growth_pct = 155
drive_gt1_share_pct = 56.4
lay_top_cells = buf_2, buf_4, buf_6, dlygate4sd2_1
regArea_um2 = 0
clock_buffers = 0

[setup_path]
critPathLaunchType = input port
max_stage_delay_ps = 330
criticalPathCategory = in -> out
end_kind = output pin
crit_buf_inv = 2
path_delay_family = buffers and inverters
worstPathArrival_ps = 1070
crit_chain = clkdlybuf4s15_2, or3b_1, dlygate4sd2_1
slowest_stage = or3b_1
crit_fanout = 4
crit_required_ps = 1120

[routing]
drc = 0
vias_per_cell = 3.44
vias = 427
wirelength_um = 1300
firstDrtPassIters = 4
ant_nets = 0
post_drt_wl_per_cell_um = 10.5
drtIter0Drc = 7
num_antenna_cells = 0

[clock_tree]
postCtsHoldBufs = 0

[hold_path]
hold_path.class = in -> out
hold_depth = 3
min_from = s3
hold_path_end = A2

[global_route]
grt_max_degree = 8
grt_pass1_vias = 435
overflow = 0
antenna_found_initial = 0
grt_util_all_layers_pct = 3.79
grt_pass1_wl_um = 2040

[floorplan]
rows = 21
die-area_um2 = 6400
coreArea_um2 = 3420
die_x_um = 80
initial_core_util_pct = 7.77
die_y_um = 80
io-pin-count = 22

[synthesis]
yosys_area_um2 = 265
syn-cell-area_um2 = 265
synth.avg_cell_area_um2 = 6.63
synth_cell_type_count = 23
netlist_instances = 40
yosysWarnings = 0
synth_seq_share_pct = 0
ys_cells = 40

[placement]
dp_slack_ps = -709
io_buffers = 22
hpwl_um = 888
place.gp.congestion = 0.686
placed_cells = 113

[pwr]
p_leak_nw = 0.304
ir_drop_uv = 49.2
power_density_nw_per_um2 = 266

[outcome]
status = complete, no violations

[job]
drv_cap = 0
openroad.warnings = 33
-- report_power, final --
part | total [mW] | internal, mW | switching [mW] | leakage [nW]
Clock | 0 | 0 | 0 | 0
Combinational | 0.180 | 0.106 | 0.0741 | 0.304
Sequential | 0 | 0 | 0 | 0
Total | 0.180 | 0.106 | 0.0741 | 0.304
-- tightest hold or removal path, cell delays in order --
cell,delay (ps)
buf_2,110
or3b_1,110
clkdlybuf4s15_1,170
-- metrics by stage --
| stage | instance area (um2) | total power, mW |
|---|---|---|
| finish | 677 | 0.180 |
| global route | 677 | 0.199 |
| global placement | 576 | 0.156 |
| detailed placement | 576 | 0.157 |
| CTS | 677 | 0.175 |
| floorplan | 265 | 0.0582 |
-- synth_stat cells (2+ instances only) --
master / number / area share, %
nand3_1: 5 / 9.4
nand2_1: 4 / 5.7
inv_1: 3 / 4.2
nand3b_1: 3 / 8.5
buf_6: 2 / 8.5
nand2b_4: 2 / 10
nor2_1: 2 / 2.8
o21ai_0: 2 / 3.8
or3b_1: 2 / 6.6
xor2_1: 2 / 6.6
-- layout make-up --
class	instances	area [um2]	share of cell area [%]
inverter	3	11.3	1.66
multi-input combinational	33	267	39.4
tap	46	57.6	8.50
timing repair buffer	42	342	50.5
-- cells by family after synthesis --
| kind of cell | synth area share [%] |
|---|---|
| XOR/XNOR | 6.60 |
| buffers and inverters | 17.5 |
| AND/OR/NAND/NOR | 47.6 |
| AND-OR/OR-AND | 28.3 |
-- per-layer routing --
metal | vias up | part of all wire (%) | global-route usage (%)
met4 | 0 | 0 | 0
met5 | - | 0 | 0
met2 | 11 | 50 | 6.98
met1 | 195 | 41 | 4.48
li1 | 221 | - | -
met3 | 0 | 9.0 | 1.02
-- worst max-delay path by stage --
stage,start,endpoint,cells after the start
global route,c,F,7
CTS,d,D,6
finish,s1,A1,3
-- what timing repair did --
item | in CTS | in global routing
buffers inserted | 10 | 1
endpoints found under the setup margin | 15 | 5
resized | 71 | 5
pin swaps | 10 | 5
gates cloned | 1 | 0
Power is estimated from default activity; no workload was simulated.
